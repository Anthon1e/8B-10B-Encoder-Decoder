==> /design/flow/design.v <==
`timescale 1ns / 1ps
module Enc8B10B(
    input BYTECLK, 
    input reset,
    input bit_control,
    input [7:0] in,
    output [9:0] out,
    output rd_out
    );
    wire clk = BYTECLK; 
    wire rd_in_s4, S, COMPLS6, COMPLS4, saved_K;
    wire [4:0] L, saved_L;    
    wire [7:0] saved_data_in;
    wire [5:0] abcdei;
    wire [3:0] fghj; 
    reg [7:0] data_in;
    reg K, rd_in;
    fcn5b   f5b(clk, data_in[4:0], L);
    fcn3b   f3b(clk, data_in[4:3], rd_in_s4, L, S); 
    disCtrl dis(clk, reset, K, L, S, data_in, rd_in, saved_data_in, saved_L, saved_K, rd_in_s4, COMPLS6, COMPLS4, rd_out);
    fcn5b6b f56(clk, reset, saved_data_in[4:0], saved_L, saved_K, COMPLS6, abcdei);
    fcn3b4b f34(clk, reset, saved_data_in[7:5], S, saved_K, COMPLS4, fghj);
    always @(posedge clk)
    begin
        if (reset) begin 
            K <= 0;
            rd_in = 0;
            data_in = 0;
        end
        else begin 
            K <= bit_control;
            rd_in = rd_out;
            data_in = in;
        end
    end
    assign out = {abcdei[5:0], fghj[3:0]};  
endmodule
`timescale 1ns / 1ps
module disCtrl( 
    input clk,
    input reset,
    input K,
    input [4:0] L,
    input S,
    input [7:0] data_in,
    input rd_in,
    output reg [7:0] saved_data_in,
    output reg [4:0] saved_L,
    output reg saved_K,
    output rd_in_s4,
    output reg COMPLS6,
    output reg COMPLS4,
    output rd_out
    );
    wire L40, L31, L22, L13, L04;
    wire A, B, C, D, E, F, G, H;
    assign {L40, L31, L22, L13, L04} = L;
    assign {H, G, F, E, D, C, B, A} = data_in;
    wire PD1S6, ND0S6, ND1S6, PD0S6, RD6;
    assign PD1S6 = (L13 & D & E) ^ (~L22 & ~L31 & ~E);
    assign ND0S6 = PD1S6;
    assign ND1S6 = (L31 & ~D & ~E) | (E & ~L22 & ~L13) | K;
    assign PD0S6 = (E & ~L22 & ~L13) | K;
    assign RD6 = (PD0S6 | ND0S6);  
    wire ND1S4, ND0S4, PD1S4, PD0S4, RD4; 
    assign ND1S4 = F & G; 
    assign ND0S4 = ~F & ~G; 
    assign PD1S4 = ND0S4 | ((F ^ G) & K);
    assign PD0S4 = F & G & H;
    assign RD4 = (PD0S4 | ND0S4);
    always @(posedge clk)
    begin 
        if (reset) begin 
           {COMPLS6, COMPLS4} = 3'b100;
           saved_data_in = 8'b0; 
           saved_L = 0;
           saved_K = 0;
        end else begin
            COMPLS6 <= (PD1S6 & ~rd_in) | (ND1S6 & rd_in);
            COMPLS4 <= ((PD1S4 & ~rd_in_s4) | (ND1S4 & rd_in_s4));
            saved_data_in <= data_in;
            saved_L <= L; 
            saved_K <= K;
        end
    end
    wire rd_cur;
    assign rd_cur = RD6 ^ RD4;          
    assign rd_out = rd_cur ^ rd_in;     
    assign rd_in_s4 = RD6 ^ rd_in;
endmodule
`timescale 1ns / 1ps
module fcn3b(
    input clk,
    input [1:0] data_in,  
    input rd_in_s4,
    input [4:0] L,
    output reg S
    );
    wire L13 = L[1];
    wire L31 = L[3];
    wire E, D;
    assign {E, D} = data_in;
    always @(posedge clk)
        S = (rd_in_s4 & L31 & D & ~E) ^ (~rd_in_s4 & L13 & ~D & E);
endmodule
`timescale 1ns / 1ps
module fcn3b4b(
    input clk, 
    input reset,
    input [2:0] data_in,
    input S,
    input K,
    input COMPLS4,
    output [3:0] data_out
    );
    wire H, G, F;
    assign {H, G, F} = data_in;
    reg f, g, h, j;
    always @(posedge clk)
    begin
        if (reset) begin 
            f <= 0;
            g <= 0;
            h <= 0;
            j <= 0;
        end else begin 
            f <= (F & ~((S & F & G & H) ^ (K & F & G & H))) ^ COMPLS4; 
            g <= (G | (~F & ~G & ~H)) ^ COMPLS4;
            h <= H ^ COMPLS4; 
            j <= (( (S & F & G & H) ^ (F & G & H & K) ) | ((F ^ G) & ~H)) ^ COMPLS4;
        end
    end
    assign data_out = {f, g, h, j};
endmodule
`timescale 1ns / 1ps
module fcn5b(
    input clk, 
    input [4:0] data_in,
    output [4:0] L
	);
	wire A,B,C,D,E;
	assign {E,D,C,B,A} = data_in;
	wire L40, L31, L22, L13, L04; 
	assign L40 = A & B & C & D;                         
	assign L04 = ~A & ~B & ~C & ~D; 	                
	assign L13 = ((A^B) & ~C & ~D) | 
	             (~A & ~B & (C^D));                     
	assign L31 = ((A^B) & C & D) | (A & B & (C^D));     
	assign L22 = A & B & ~C & ~D |
		         ~A & ~B & C & D |			            
		         (A^B) & (C^D);                         
	assign L = {L40, L31, L22, L13, L04}; 
endmodule
`timescale 1ns / 1ps
module fcn5b6b(
    input clk,  
    input reset,
    input [4:0] data_in,
    input [4:0] L,
    input K,
    input COMPLS6,
    output [5:0] data_out
    );
    wire A, B, C, D, E;
    assign {E, D, C, B, A} = data_in;
    wire L40, L31, L22, L13, L04;
    assign {L40, L31, L22, L13, L04} = L;
    reg a, b, c, d, e, i;
    always @(posedge clk)
    begin    
        if (reset) begin
            a <= 0;
            b <= 0;
            c <= 0;
            d <= 0;
            e <= 0;
            i <= 0;
        end else begin
            a <= A ^ COMPLS6; 
            b <= ((~L40 & B) | L04) ^ COMPLS6;
            c <= (L04 | C) ^ (L13 & D & E) ^ COMPLS6; 
            d <= (D & ~L40) ^ COMPLS6;
            e <= (~(L13 & D & E) & E) ^ (~E & L13) ^ COMPLS6; 
            i <= (~E & L22) ^ (L22 & K) ^ (L04 & E) ^ (E & L40) ^ (E & L13 & ~D) ^ COMPLS6;
        end
    end
    assign data_out = {a, b, c, d, e, i};
endmodule
==> /design/flow/run.sh <==
#!/bin/bash
# OpenROAD 26Q1-2900-gdf79404cd8, Yosys 0.63+post, stock flow scripts
make -C /OpenROAD-flow-scripts/flow DESIGN_CONFIG=/design/flow/config.mk WORK_HOME=/design/flow/orfs finish
==> /design/flow/config.mk <==
export PLATFORM = sky130hd
export DESIGN_NAME = Enc8B10B
export DESIGN_NICKNAME = Enc8B10B
export VERILOG_FILES = /design/flow/design.v
export SDC_FILE = /design/flow/constraint.sdc
export NUM_CORES = 4
export LEC_CHECK = 1
export CORE_AREA = 10 10 100 100
export DIE_AREA = 0 0 110 110
==> /design/flow/constraint.sdc <==
current_design Enc8B10B

set clk_period 2.6
set clk_io_pct 0.2

create_clock -name clk0 -period $clk_period [get_ports {BYTECLK}]

set non_clock_inputs [all_inputs -no_clocks]
set_input_delay [expr $clk_period * $clk_io_pct] -clock clk0 $non_clock_inputs
set_output_delay [expr $clk_period * $clk_io_pct] -clock clk0 [all_outputs]
==> results.json <==
{
  "fp_util_pct": 20.4,
  "drc": 0,
  "cts.sinks": 36,
  "drive_above_1_share_pct": 20.6,
  "mostFrequentLayoutCell": "dfxtp_1",
  "timing.slew.headroom_pct": 72.6,
  "yosysChipArea_um2": 1590,
  "core-area_um2": 7810,
  "ys_cells": 169,
  "power_mw": 1.27,
  "max_cap_violations": 0,
  "fin_ws_ns": -0.00571,
  "min_period_ns": 2.61,
  "die_h_um": 110,
  "antenna_found_initial": 0,
  "wl_per_cell_um": 9.27,
  "critPathLaunchType": "flip-flop",
  "clock.fmax_mhz": 384,
  "top_cell_area_share_pct": 45.3,
  "synthTopCellsByArea": "dfxtp_1 (45%), xnor2_1 (6.1%), nor2_1 (5.7%)",
  "setup_viol": 1,
  "path_max_fanout": 6,
  "track_usage_pct": 4.74,
  "drv_slew": 0,
  "fillers": 826,
  "cellLeakagePower_nw": 0.827,
  "yosysWarnings": 5,
  "worstReg2RegEnd": "rd_in",
  "syn_avg_cell_area_um2": 9.41,
  "area_growth_pct": 31.9,
  "hold-path-endpoint": "dis.saved_data_in[7]",
  "reg2reg_setup_slack_ns": 0.53,
  "rr_worst_depth": 8,
  "crit_path_end_kind": "primary output",
  "vias_per_cell": 3.59,
  "yosysSeqAreaShare_pct": 45.3,
  "grt_pass1_vias": 1098,
  "warning_count": 30,
  "ys_types": 36,
  "pin_count": 22,
  "power_density_nw_per_um2": 604,
  "postRouteAntennaNets": 0,
  "overflow": 0,
  "drt_iter0_drc": 54,
  "num_antenna_cells": 0,
  "grt_pass1_wl_um": 4720,
  "clock-root-buffer": "clkbuf_8",
  "crit_required_ns": 2.08,
  "port_buffers": 21,
  "failed_checks": "negative setup slack",
  "syn_inst": 169,
  "insertion_delay_ns": 0.28,
  "clock_path_buffers": 2,
  "skew_ns": 0.00258,
  "hold_depth": 1,
  "gp_congestion": 0.780,
  "num_rows": 32,
  "h-tree-depth": 2,
  "rsz0062_at_grt": "true",
  "worstPathArrival_ns": 2.09,
  "cts.clk_slew.worst_paths_ns": 0.07,
  "worst-slew-pin-transition_ns": 0.410,
  "hold_buffers": 0,
  "cts_tree": "built",
  "die_area_um2": 12100,
  "pre_cts_ws_ns": -0.262,
  "die_width_um": 110,
  "dpl_cell_area_um2": 1910,
  "cts_buffers": 5,
  "ys.flops": 36,
  "stdcell_area_um2": 2100,
  "finalHoldViolCount": 0,
  "status": "finished, violations left",
  "final_cell_mix": "dfxtp_1 (34), nor2_1 (23), clkdlybuf4s50_1 (20), buf_4 (16), nor2b_1 (14)",
  "dp_hpwl_um": 2130,
  "min_period_over_period_pct": 100,
  "via_count": 1082,
  "peakVddDrop_mv": 0.215,
  "grt_max_degree": 15,
  "drt-total-wl_um": 2790,
  "drt_pass1_iterations": 3,
  "rr_startpoint": "data_in[1]",
  "path_class": "flip-flop to primary output",
  "worstHoldStart": "data_in[7]",
  "synth.cell_area_um2": 1590,
  "synth_top_cell_by_area": "dfxtp_1",
  "min_path_type": "flip-flop to flip-flop"
}
-- synthesized netlist by cell type (all sizes together) --
| master | instances |
|---|---|
| nor2 | 26 |
| and3 | 3 |
| nor2b | 14 |
| o2111ai | 1 |
| dfxtp | 36 |
| xor2 | 6 |
| a31oi | 1 |
| ha | 6 |
| xnor2 | 11 |
| clkbuf | 4 |
| o21ai | 6 |
| mux2i | 3 |
| mux2 | 1 |
| or3b | 1 |
| o21a | 1 |
| a211oi | 1 |
| nand3 | 3 |
| a22oi | 1 |
| a21oi | 6 |
| o311ai | 1 |
| o31ai | 1 |
| or4 | 1 |
| nor3 | 1 |
| buf | 12 |
| o22ai | 1 |
| inv | 12 |
| nand2 | 4 |
| o311a | 2 |
| nand2b | 1 |
| a311o | 1 |
| nand3b | 1 |
-- critical path: stages, from the launching register on --
cell,delay [ns]
dfxtp_2,0.33
inv_2,0.05
ha_4,0.29
nor2_4,0.05
and3_4,0.14
a311o_1,0.38
o21a_4,0.25
nor2_4,0.09
xnor2_1,0.11
buf_2,0.12
-- kinds of logic after synthesis --
kind of cell,count (synthesis),synth area share [%]
muxes,4,2.60
adders and majority gates,6,4.72
buffers and inverters,28,9.91
xor gates and xnor gates,17,9.36
AOI/OAI and AO/OA,23,9.91
and+or+nand+nor,55,18.2
DFF,36,45.3
-- area by class of cell --
class	count	area [µm²]	area share, %
multi-input combinational	105	771	36.8
timing repair buffer	38	337	16.1
tap	102	128	6.09
clock inverter	1	7.51	0.358
clock buffer	7	86.3	4.12
sequential	36	723	34.5
inverter	12	45.0	2.15
-- power by group --
part / internal [mW] / switching, mW
sequential: 0.595 / 0.0288
combinational: 0.149 / 0.0944
clock: 0.215 / 0.185
-- metal layers --
metal	global-route usage [%]	part of all wire, %	vias up
li1	-	-	601
met1	6.34	48	458
met2	7.37	42	21
met3	1.76	9.2	2
met4	0.651	0.57	0
met5	0	0	-
-- through the flow --
step | hold WS (ns) | std cells | util (%) | TNS, ns
2_1_floorplan | 0.432 | 169 | - | 0
3_3_place_gp | 0.455 | 289 | 24.5 | -0.238
3_5_place_dp | 0.452 | 289 | 24.5 | -0.262
4_1_cts | 0.468 | 297 | 25.8 | -0.0390
5_1_grt | 0.477 | 301 | 26.9 | -0.105
6_report | 0.467 | 301 | 26.9 | -0.00571
-- what timing repair did --
action / 4_1_cts / 5_1_grt
endpoints found under the setup margin: 1 / 1
gates resized: 9 / 9
buffers inserted: 0 / 4
pin swaps: 2 / 9
-- how the worst max path moves through the flow --
stage                      start      to  slack [ns]
after global routing  data_in[1]  rd_out       -0.10
final                 data_in[1]  rd_out      -0.006
after CTS             data_in[0]  rd_out       -0.04
Power figures rest on the tool's default switching activity, not on a simulated workload.
