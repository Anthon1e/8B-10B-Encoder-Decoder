==> design.v <==
`timescale 1ns / 1ps
module Dec8B10B(
    input BYTECLK, 
    input reset,
    input [9:0] in,
    output reg rdispout,
    output reg disp_err,
    output reg code_err,
    output reg k_out,
    output reg [7:0] out
    );
    wire clk = BYTECLK; 
    wire [4:0] EDCBA;
    wire [3:0] KHGF, D;
    wire [2:0] P;
    wire rd_out, rd_error, in_error;
    reg [9:0] data_in;
    reg rd_in;
    fcn6b   f6b(clk, reset, data_in[9:4], P);
    inCheck err(clk, reset, data_in, P, D, in_error); 
    fcn6b5b f65(clk, reset, data_in[9:4], P, EDCBA);
    fcn4b3b f43(clk, reset, data_in[7:0], P, KHGF);
    disCtr2 dis(clk, reset, data_in, rd_in, P, D, rd_out, rd_error);
    always @(posedge clk)
    begin
        if (reset) begin 
            data_in = 0;
            rd_in = 0;
        end else begin
            rd_in = rd_out; 
            data_in = in;
        end
    end
    always @(posedge clk)
    begin
        if (reset) begin 
            out <= 8'b0;
            k_out <= 0;
            disp_err <= 0;
            code_err <= 0;
            rdispout <= 0;
        end else begin 
            out <= {KHGF[2:0], EDCBA};
            k_out <= KHGF[3];
            rdispout <= rd_out;
            if (in_error)   code_err <= 1;
            else            code_err <= 0;
            if (rd_error)   disp_err <= 1;
            else            disp_err <= 0;
        end
    end
endmodule
`timescale 1ns / 1ps
module disCtr2(
    input clk, 
    input reset,
    input [9:0] data_in,
    input rd_in,
    input [2:0] P,
    output [3:0] D,
    output reg rd_out,
    output reg rd_error
    );
    wire a, b, c, d, e, i, f, g, h, j;
    assign {a, b, c, d, e, i, f, g, h, j} = data_in;
    wire P13, P22, P31;
    assign {P13, P22, P31} = P;
    wire PD1S6, ND0S6, ND1S6, PD0S6, RD6;
    assign PD1S6 = (P22 & ~e & ~i) | (P13 & ~i) | (P13 & d & e & i) | (P13 & ~e);
    assign ND1S6 = (P22 & e & i) | (P31 & i) | (P31 & ~d & ~e & ~i) | (P31 & e);
    assign PD0S6 = (P22 & e & i) | (P31 & i) | (P31 & e);
    assign ND0S6 = (P22 & ~e & ~i) | (P13 & ~i) | (P13 & ~e);
    assign RD6 = (PD0S6 | ND0S6);  
    wire ND1S4, ND0S4, PD1S4, PD0S4, RD4, rd_in_s4;
    assign rd_in_s4 = RD6 ^ rd_in; 
    assign PD1S4 = (~f & ~h & ~j) | (~f & ~g & h & j) | (~f & ~g & ~j) |
                   (~f & ~g & ~h) | (~g & ~h & ~j) ;
    assign ND1S4 = (f & h & j) | (f & g & ~h & ~j) | (f & g & j) | 
                   (f & g & h) | (g & h & j) ;
    assign PD0S4 = (f & h & j) | (f & g & j) | (f & g & h) | (g & h & j);
    assign ND0S4 = (~f & ~h & ~j) |  (~f & ~g & ~j) | 
                   (~f & ~g & ~h) | (~g & ~h & ~j) ;
    assign RD4 = (PD0S4 | ND0S4);
    always @(posedge clk) 
    begin
        if (reset) rd_error = 0;
        else
        rd_error <= (rd_in & PD0S6)       |    
                    (~rd_in & ND0S6)      |    
                    (rd_in_s4 & PD0S4)    |    
                    (~rd_in_s4 & ND0S4)   ;    
    end
    wire rd_cur;
    assign rd_cur = RD6 ^ RD4;           
    always @(posedge clk) 
    begin
        if (reset) rd_out = 0;
        else rd_out <= rd_cur ^ rd_in;   
    end
    assign D = {PD0S6, ND0S6, PD0S4, ND0S4};
endmodule
`timescale 1ns / 1ps
module fcn4b3b(
    input clk, 
    input reset,
    input [7:0] data_in,
    input [2:0] P,
    output [3:0] KHGF
    );
    wire c, d, e, i, f, g, h, j;
    assign {c, d, e, i, f, g, h, j} = data_in;
    wire P13, P22, P31; 
    assign {P13, P22, P31} = P;
    reg K, F, G, H;
    always @(posedge clk)
    begin
        F = f ^ (((g & h & j) | (f & h & j) | ((h ^ j) & ~(c | d | e | i)))
              ^ ((f & g & j) | ~(f | g | h) | (~f & ~g & h & j)));
        G = g ^ (((f & g & j) | ~(f | g | h) | (~f & ~g & h & j))
              ^ ((~f & ~h & ~j) | ((h ^ j) & ~(c | d | e | i)) | (~g & ~h & ~j)));
        H = h ^ (((f & g & j) | ~(f | g | h) | (~f & ~g & h & j))
              ^ ((~g & ~h & ~j) | (f & h & j) | ((h ^ j) & ~(c | d | e | i))));
        K = ((c & d & e & i) | (~c & ~d & ~e & ~i)) ^
            (~e & i & g & h & j & P13) ^ (e & ~i & ~g & ~h & ~j & P31);  
    end
    assign KHGF = {K, H, G, F};
endmodule
`timescale 1ns / 1ps
module fcn6b(
    input clk, 
    input reset,
    input [5:0] data_in,
    output [2:0] P
    );
    wire a, b, c, d, e, i, P13, P22, P31;
    assign {a, b, c, d, e, i} = data_in;
    assign P13 = ((a^b) & ~c & ~d) | 
                 (~a & ~b & (c^d)) ;                 
    assign P31 = ((a^b) & c & d) | (a & b & (c^d));  
    assign P22 = (a & b & ~c & ~d) |
                 (c & d & ~a & ~b) |                   
                 ((a^b) & (c^d)) ;                     
     assign P = {P13, P22, P31};
endmodule
`timescale 1ns / 1ps
module fcn6b5b(
    input clk, 
    input reset,
    input [5:0] data_in,
    input [2:0] P,
    output [4:0] EDCBA
    );
    wire a, b, c, d, e, i;
    assign {a, b, c, d, e, i} = data_in;
    wire P13, P22, P31; 
    assign {P13, P22, P31} = P;
    reg A, B, C, D, E;
    always @(posedge clk)
    begin
        A = a ^ ((P22 & ~b & ~c & ~(e^i)) |
                (P31 & i)               |
                (P13 & d & e & i)       |
                (P22 & ~a & ~c & ~(e^i))|
                (P13 & ~e)              |
                (a & b & e & i)         |
                (~c & ~d & ~e & ~i));
        B = b ^ (((a & b & e & i) | ~(c | d | e | i) | (P31 & i))
              ^ ((P22 & a & c & ~(e ^ i)) | (P13 & ~e))
              ^ ((P22 & b & c & ~(e ^ i)) | (P13 & d & e & i)));
        C = c ^ (((P31 & i) | (P22 & b & c & ~(e ^ i)) | (P13 & d & e & i))
              | ((P22 & ~a & ~c & ~(e ^ i)) | (P13 & ~e))
              | ((P13 & ~e) | ~(c | d | e | i) | ~(a | b | e | i)));
        D = d ^ (((a & b & e & i) | ~(c | d | e | i) | (P31 & i))
              ^ ((P22 & a & c & ~(e ^ i)) | (P13 & ~e))
              ^ ((P13 & d & e & i) | (P22 & ~b & ~c & ~(e ^ i))));
        E = e ^ (((P22 & ~a & ~c & ~(e ^ i)) | (P13 & ~i))
              ^ ((P13 & ~e) | ~(c | d | e | i) | ~(a | b | e | i))
              ^ ((P13 & d & e & i) | (P22 & ~b & ~c & ~(e ^ i))));
    end
    assign EDCBA = {E, D, C, B, A};
endmodule
`timescale 1ns / 1ps
module inCheck(
    input clk, 
    input reset,
    input [9:0] data_in,
    input [2:0] P,
    input [3:0] D,
    output in_error
    );
    wire a, b, c, d, e, i, f, g, h, j;
    assign {a, b, c, d, e, i, f, g, h, j} = data_in;
    wire P13, P22, P31, PD0S6, ND0S6, PD0S4, ND0S4; 
    assign {P13, P22, P31} = P;
    assign {PD0S6, ND0S6, PD0S4, ND0S4} = D;
    reg case1, case2, case3, case4, case5, case6, case7, case8, case9; 
    always @(posedge clk) 
    begin
        case1 = (a & b & c & d) | (~a & ~b & ~c & ~d) | (P13 & ~e & ~i) | (P31 & e & i);
        case2 = (f & g & h & j) | (~f & ~g & ~h & ~j);
        case3 = (a & b & c & ~d & ~e & ~i & ND0S4) | (~a & ~b & ~c & d & e & i & PD0S4);
        case4 = (f & g & ~h & ~j & PD0S6) | (~f & ~g & h & j & ND0S6);
        case5 = (e & i & f & g & h) | (~e & ~i & ~f & ~g & ~h) | 
                (d & e & i & f & g) | (~d & ~e & ~i & ~f & ~g) ;
        case6 = (i & ~e & ~g & ~h & ~j) | (~i & e & g & h & j);
        case7 = (~a & ~b & c & d & e & i & ~f & ~g & ~h & j) |
                (a & b & ~c & ~d & ~e & ~i & f & g & h & ~j) ;
        case8 = ((e & i & ~g & ~h & ~j) & ((c ^ d) | (d ^ e))) |
                ((~e & ~i & g & h & j) & ((c ^ d) | (d ^ e))) |
                (~P31 & e & ~i & ~g & ~h & ~j) | (~P13 & ~e & i & g & h & j) ;
        case9 = (PD0S6 & PD0S4) | (ND0S6 & ND0S4) ;
    end
    assign in_error = case1 | case2 | case3 | case4 | case5 
                    | case6 | case7 | case8 | case9;
endmodule   
==> run.sh <==
#!/bin/bash
# OpenROAD 26Q1-2900-gdf79404cd8, Yosys 0.63+post, stock flow scripts
make -C /OpenROAD-flow-scripts/flow DESIGN_CONFIG=/design/flow/config.mk WORK_HOME=/design/flow/orfs finish
==> config.mk <==
export PLATFORM = sky130hd
export DESIGN_NAME = Dec8B10B
export DESIGN_NICKNAME = Dec8B10B
export VERILOG_FILES = /design/flow/design.v
export SDC_FILE = /design/flow/constraint.sdc
export NUM_CORES = 4
export LEC_CHECK = 1
export CORE_UTILIZATION = 40
==> constraint.sdc <==
current_design Dec8B10B

set clk_period 4.2
set clk_io_pct 0.2

create_clock -name clk0 -period $clk_period [get_ports {BYTECLK}]

set non_clock_inputs [all_inputs -no_clocks]
set_input_delay [expr $clk_period * $clk_io_pct] -clock clk0 $non_clock_inputs
set_output_delay [expr $clk_period * $clk_io_pct] -clock clk0 [all_outputs]
==> impl_metrics.py <==
# Synthesis and PnR figures
metrics = {
    "power_and_ir_drop": {
        "p_seq_frac": 0.516,
        "combPwrFrac": 0.191,
        "power.internal_uw": 677,
        "power.static_leakage_uw": 0.000911,
        "p_per_area_nw_per_um2": 370,
        "vdd_ir_drop_max_mv": 0.164,
        "clkPwrFrac": 0.293,
        "switchingPower_uw": 240,
        "swShare": 0.262,
    },
    "finish": {
        "flop_area_um2": 841,
        "fin_cells": 310,
        "area_growth_pct": 16.7,
        "drive_above_1_share": 0.125,
        "fillers": 486,
        "fin_area_um2": 2480,
        "final_cell_mix": "42 x dfxtp_1, 23 x clkdlybuf4s50_1, 22 x nor2b_1",
        "combGateArea_um2": 1170,
        "largest_reg_flops": 10,
        "lay_top_count": "dfxtp_1",
    },
    "critical_path": {
        "crit_chain": "inv_1 > ha_1 > and3b_2 > nor2_2 > o221ai_1 > o311ai_1 > o21ai_1",
        "reg2reg_to": "dis.rd_error",
        "reg2reg_slack_ns": 1.74,
        "worstPathRequired_ns": 4.37,
        "cpPeakStageDelay_ns": 0.65,
        "crit_path_start_kind": "flip-flop",
        "critical_path_arrival_ns": 2.63,
        "endpoint_kind": "flip-flop",
        "reg2reg_depth": 7,
        "critPathCapture": "dis.rd_error",
        "cp_slowest_cell": "dfxtp_1",
        "worstPathMaxFanout": 12,
        "regToRegStartpoint": "data_in[7]",
        "path_class": "flip-flop to flip-flop",
        "cp-startpoint": "data_in[7]",
    },
    "cts": {
        "worstSkewPairLatency_ns": 0.29,
        "post_cts_buffers": 0,
        "cts_tree": "yes",
        "htreeDepth": 2,
        "clock-sinks": 42,
        "clock-root-buffer": "clkbuf_8",
        "ctsLongestPathBuffers": 2,
        "cts_buffers": 5,
        "postCtsHoldBufs": 0,
        "clk_pin_slew_ns": 0.08,
        "cts_resized": 0,
    },
    "synth": {
        "yosys_warnings": 5,
        "yosys_most_used_dff": "dfxtp_1",
        "async_reset_ff_frac": 0,
        "ys_cells": 219,
        "synthCells": 219,
        "avgSynthCellArea_um2": 9.70,
        "ys_seq_share": 0.396,
        "syn-cell-area_um2": 2120,
        "edf_count": 0,
        "top_cell_area_share": 0.396,
        "top_cells_by_area": "dfxtp_1 40%, nor2b_1 6.5%, ha_1 5.9%",
        "ys_types": 61,
        "synth_area_leader_cell": "dfxtp_1",
        "ys_chip_area_um2": 2120,
        "ys.flops": 42,
    },
    "timing": {
        "skew_ns": 0.00808,
        "finalMaxSlewViolations": 0,
        "finalCritPeriodShare": 0.585,
        "finalCriticalPeriod_ns": 2.46,
        "hold_viol": 0,
        "setup_viol_count_final": 0,
        "grt_setup_unrepaired": "no",
        "timing.fmax_ghz": 0.407,
        "maxSlewHeadroom": 0.592,
        "setup_tns_ns": 0,
        "tightest_slew_ns": 0.611,
    },
    "route": {
        "wire_per_inst_um": 12.8,
        "drc_errors": 0,
        "antenna_left": 0,
        "diodes": 0,
        "first_iter_violations": 69,
        "vias_per_cell": 5.07,
        "vias": 1572,
        "first_pass_iters": 4,
        "routed_wl_um": 3960,
    },
    "placement": {
        "place_congestion": 0.958,
        "place_inst": 302,
        "post-dp-hpwl_um": 2860,
        "io_buffers": 23,
        "place_area_um2": 2380,
    },
    "worst_hold_path": {
        "hp-class": "flip-flop to flip-flop",
    },
    "die": {
        "core_area_um2": 5110,
        "die_w_um": 74.9,
        "die_h_um": 74.9,
        "rows": 26,
        "fp-utilization": 0.416,
        "die_area_um2": 5610,
        "io_pins": 24,
    },
    "grt": {
        "grt_overflow": 0,
        "grt_max_degree": 25,
        "antenna_found_initial": 0,
        "grtUsageTotal": 0.158,
        "first_global_vias": 1411,
        "grt_pass1_wl_um": 6700,
    },
    "flow_run": {
        "cap_violations": 0,
        "warnings": 31,
    },
    "status": {
        "status": "finished clean",
    },
}
## power groups by stage
stage,clock [uW],sequential (uW),combinational (uW)
after CTS,279,473,177
after global routing,299,481,197
final,269,473,176
## worst min path at each step
stage	start	end	slack, ns	cells past startpoint
4_1_cts	f43.H	out[7]	0.44	1
5_1_grt	dis.rd_out	rd_in	0.46	1
6_report	f43.H	out[7]	0.44	1
## logic make-up after synthesis
group / count (synthesis) / synth area share
and+or+nand+nor: 86 / 0.249
AOI/OAI and AO/OA: 50 / 0.195
DFF: 42 / 0.396
buffers and inverters: 19 / 0.0518
xor gates and xnor gates: 11 / 0.0454
adders and majority gates: 10 / 0.0589
muxes: 1 / 0.00471
## per-layer routing
| layer | vias to the layer above | part of all wire | track usage |
|---|---|---|---|
| li1 | 839 | - | - |
| met1 | 695 | 0.51 | 0.248 |
| met2 | 36 | 0.44 | 0.241 |
| met3 | 2 | 0.044 | 0.0244 |
| met4 | 0 | 0.0071 | 0.0168 |
| met5 | - | 0 | 0 |
## through the flow
stage	power, uW	hold slack [ns]	setup slack [ns]	util
6_report	917	0.439	1.74	0.485
5_1_grt	978	0.465	1.50	0.485
4_1_cts	929	0.440	1.77	0.485
3_5_place_dp	659	0.421	1.78	0.467
3_3_place_gp	659	0.417	1.70	0.467
2_1_floorplan	599	0.414	2.20	-
## synthesized netlist by cell type, types with 3 or more instances
master    instances
ha_1             10
o211ai_1          3
o21ai_0           7
inv_1             7
nand3_1           9
nor2_1            8
buf_6             3
o22ai_1           3
nor3_1            4
dfxtp_1          42
clkbuf_1          6
nor2b_1          22
nand4_1           5
a31oi_1           3
o21ai_1           4
xnor2_1           9
nand2_1          16
o311ai_1          3
## critical path, delay by kind of cell, from the launching register on
family          cells  cell delay (ns)
flops               1             0.65
fa+ha+maj           1             0.42
compound gates      3             0.60
buf+inv             1             0.14
simple gates        2             0.52
## layout make-up
type | instances | area share
multi-input combinational | 158 | 0.473
tap | 70 | 0.0353
clock inverter | 2 | 0.00505
clock buffer | 6 | 0.0333
sequential | 42 | 0.339
timing repair buffer | 24 | 0.0959
inverter | 8 | 0.0177
Power is estimated from default activity; no workload was simulated.
